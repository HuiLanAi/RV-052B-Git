$ cat flow/design.v
`timescale 1ns/100ps
module BRANCH (
    input                               clk,
    input                               rst,
    input       [31:0]                  op1,   
    input       [31:0]                  op2,   
    input       [31:0]                  imm_data,   
    input       [31:0]                  cur_pc,
    input                               start,
    input       [1:0]                   use_part,
    input       [1:0]                   op_mode1,
    input       [2:0]                   op_mode2,
    output      reg                             done,
    output      reg     [31:0]                  res,
    output      reg     [31:0]                  tar_addr,
    output      reg                             need_jmp
);
reg         [32:0]                      op1_u;
reg         [32:0]                      op2_u;
always @ (*) begin
    if(!rst) begin
        if(op_mode2[2]) begin
            op1_u = {1'b0, op1};
            op2_u = {1'b0, op2};
        end
    end
    else begin
        op1_u = 'd0;
        op2_u = 'd0;
    end
end
always @ (posedge clk) begin
    if(!rst) begin
        if(start) begin
            done <= 'd1;
        end
        else begin
            done <= 'd0;
        end
    end
    else begin
        done <= 'd0;
    end
end
always @ (posedge clk) begin
    if(!rst) begin
        if(start) begin
            case (op_mode1)
            'b00: begin
                res <= cur_pc;
            end
            'b11: begin
                if(op_mode2 == 'd0) begin
                    res <= cur_pc;
                end
                else begin
                    res <= res;
                end
            end
            default: begin
                res <= res;
            end
            endcase
        end
        else begin
            res <= res;
        end
    end
    else begin
        res <= 'd0;
    end
end
always @ (posedge clk) begin
    if(!rst) begin
        if(start) begin
            case (op_mode1)
            'b00: begin
                need_jmp <= 'd1;
                if(op_mode2[2] == 'd0) begin
                    tar_addr <= imm_data + cur_pc;
                end
                else begin
                    tar_addr <= op1 + imm_data;
                end
            end
            'b01: begin
                case (op_mode2) 
                'b000: begin
                    if(op1 == op2) begin
                        need_jmp <= 'd1;
                        tar_addr <= imm_data + cur_pc;
                    end
                    else begin
                        need_jmp <= 'd0;
                        tar_addr <= 'd0;
                    end
                end
                'b001: begin
                    if(op1 != op2) begin
                        need_jmp <= 'd1;
                        tar_addr <= imm_data + cur_pc;
                    end
                    else begin
                        need_jmp <= 'd0;
                        tar_addr <= 'd0;
                    end
                end
                'b010: begin
                    if(op1 < op2) begin
                        need_jmp <= 'd1;
                        tar_addr <= imm_data + cur_pc;
                    end
                    else begin
                        need_jmp <= 'd0;
                        tar_addr <= 'd0;
                    end
                end
                'b011: begin
                    if(op1 >= op2) begin
                        need_jmp <= 'd1;
                        tar_addr <= imm_data + cur_pc;
                    end
                    else begin
                        need_jmp <= 'd0;
                        tar_addr <= 'd0;
                    end
                end
                'b100: begin
                    if(op1_u < op2_u) begin
                        need_jmp <= 'd1;
                        tar_addr <= imm_data + cur_pc;
                    end
                    else begin
                        need_jmp <= 'd0;
                        tar_addr <= 'd0;
                    end
                end
                'b110: begin
                    if(op1_u >= op2_u) begin
                        need_jmp <= 'd1;
                        tar_addr <= imm_data + cur_pc;
                    end
                    else begin
                        need_jmp <= 'd0;
                        tar_addr <= 'd0;
                    end
                end
                default: begin
                    need_jmp <= 'd0;
                    tar_addr <= 'd0;
                end
                endcase
            end
            'b11: begin
                if(op_mode2 == 3'b000) begin
                    tar_addr <= imm_data + cur_pc;
                    need_jmp <= 'd1;
                end
                else begin
                    tar_addr <= 'd0;
                    need_jmp <= 'd0;
                end
            end
            default: begin
                tar_addr <= 'd0;
                need_jmp <= 'd0;
            end
            endcase
        end
        else begin
            tar_addr <= 'd0;
            need_jmp <= 'd0;
        end
    end
    else begin
        tar_addr <= 'd0;
        need_jmp <= 'd0;
    end
end
endmodule
$ cat flow/run.sh
#!/bin/bash
# OpenROAD 26Q1-2900-gdf79404cd8, Yosys 0.63+post, stock flow scripts
make -C /OpenROAD-flow-scripts/flow DESIGN_CONFIG=/design/flow/config.mk WORK_HOME=/design/flow/orfs finish
$ cat flow/config.mk
export PLATFORM = sky130hd
export DESIGN_NAME = BRANCH
export DESIGN_NICKNAME = BRANCH
export VERILOG_FILES = /design/flow/design.v
export SDC_FILE = /design/flow/constraint.sdc
export NUM_CORES = 4
export LEC_CHECK = 1
export CORE_UTILIZATION = 50
$ cat flow/constraint.sdc
current_design BRANCH

set clk_period 26.6
set clk_io_pct 0.2

create_clock -name clk0 -period $clk_period [get_ports {clk}]

set non_clock_inputs [all_inputs -no_clocks]
set_input_delay [expr $clk_period * $clk_io_pct] -clock clk0 $non_clock_inputs
set_output_delay [expr $clk_period * $clk_io_pct] -clock clk0 [all_outputs]
==> reports/metrics.cfg <==
[synthesis]
synth.top_cell.area_share_pct=18.87
async_reset_ff_share_pct=0
ys_warn_count=1
ys_chip_area_um2=8353
area_leaders=ha_1 (19%), dfxtp_1 (16%), dlxtn_1 (12%)
yosysTopAreaCell=ha_1
ys_types=71
avgSynthCellArea_um2=7.903
flop_cell=dfxtp_1
ys_ff=130
postSynthCellCount=1057
ys_cells=1057
synth_area_um2=8353
edf_count=0

[power]
p_sw_share_pct=30.81
combPwrFrac_pct=36.0
switchingPower_mw=0.1262
p_clk_share_pct=37.1
leakage_nw=4.751
intPower_mw=0.2835
max-vdd-ir-drop_v=0.00002763
powerDensity_nw_per_um2=37.45
p_seq_share_pct=26.8
total_power_mw=0.4097

[place]
place_inst=1451
hpwlAfterDp_um=18210
gp_congestion=0.9227
io_buffers=201
pre_cts_ws_ps=17450
placed_area_um2=10560

[layout]
final_common_cell=clkdlybuf4s50_1
layout-drive-gt1-share_pct=4.396
utilization_pct=67.89
final_area_um2=10940
final_cells=1467
fillers=1352
lay_top_cells=clkdlybuf4s50_1 (200), ha_1 (126), a21oi_1 (113), nand2_1 (111), nor2_1 (100)
areaGrowthSynthToFinish_pct=30.98

[setup_path]
ff2ff_setup_slack_ps=25980
cp_data_arrival_time_ps=9050
worst_setup_path_start_kind=input port
setup.worst_path.class=input port to flop
r2r_end=res[23]
worstPathRequired_ps=26840
startpoint=op1[25]
crit_path_end=tar_addr[21]
critPathMaxFanout=23
r2r_cells=2
r2r-start=res[23]
endpoint_kind=flop

[clock_network]
cts.htree.levels=3
cts_max_path_buffers=2
cts_tree=done
worstSkewPairLatency_ps=330
root_buffer=clkbuf_16
cts_post_setup_buffers_inserted=0
cts_buffers=9
clk_pin_slew_ps=60
hold_buffers=0
cts_resized=0

[route]
routedWlPerCell_um=15.58
vias=7793
via_per_inst=5.312
postRouteAntennaNets=0
drc=0
drt-pass1-iter-count=6
routed_wl_um=22860
drt_iter0_drc=489
antenna-diode-count=0

[floorplanning]
placementRows=46
dieArea_um2=17230
num_io_pins=204
core_area_um2=16120
die_x_um=131.3
fp_util_pct=51.83
die_height_um=131.3

[final_timing]
report.final.slew_viol_count=0
fin_hold_ws_ps=452.4
fmax_mhz=113.5
untimed_endpoints=64
rsz0062_at_grt=no
fin_tns_setup_ps=0
post-route-min-period_ps=8810
fin_skew_ps=0
unclocked_regs=64
period_used_pct=33.12
setup_slack_ps=17790
finalSetupViolCount=0
hold_viol_final=0
worst_pin_slew_ps=826.2
slew_headroom_pct=44.92

[global_route]
overflow=0
grt_max_degree=65
gr-usage-all-layers_pct=27.59
grt_pass1_wl_um=37310
grt_pass1_vias=7319
antenna_found_initial=0

[run]
drv_cap=0
warning_count=28

[min_path]
min_path_type=flop to flop

[status]
status=completed

==> Yosys cell counts, types with 3 or more instances <==
cell      count
buf_1         4
a22oi_1      19
nand3_1      26
o21ai_0      35
nand2_1     111
nor2b_1      39
xor2_1       20
nand4_1      15
clkbuf_1     23
nand2b_1     11
o21bai_1      8
o21ai_1      10
o21a_1       13
nor3_1       13
o21ai_2       4
a21boi_0      4
a211oi_1      7
inv_1        87
xnor2_1      33
a31oi_1       3
o31ai_1       3
or3_1         3
o31a_1        3
a21oi_1     113
o211ai_1      3
and3_1        3
dlxtn_1      64
a21oi_2       3
a21o_1       22
o22ai_1       7
mux2i_1       5
a211o_1       3
a211oi_2      5
nor2_1      101
ha_1        126
dfxtp_1      66
==> cell type report <==
cell class	instances	area, µm²	share of cell area [%]
clock buffers	10	239.0	2.184
inverters	87	326.6	2.985
clock inverters	6	137.6	1.258
multi-input cells	811	5630	51.46
well taps	216	270.3	2.470
flip-flops and latches	130	2282	20.86
repair buffers	207	2054	18.78
==> power by group through the flow <==
| stage | Clock (mW) | Sequential [mW] | Combinational (mW) |
|---|---|---|---|
| after CTS | 0.154 | 0.110 | 0.147 |
| after global routing | 0.158 | 0.110 | 0.164 |
| final | 0.152 | 0.110 | 0.148 |
==> state kept, by name, summed over array words and instances, names as in the netlist <==
name,count
op1_u,32
op2_u,32
res,32
tar_addr,32
done,1
need_jmp,1
==> worst max-delay path, stage by stage <==
cell	delay [ps]
clkdlybuf4s50_1	530
ha_1	360
nand4_1	180
nor4_2	530
nand3_1	260
or2_1	290
a21oi_2	180
a31oi_4	60
o221ai_4	610
nand2_1	420
o22ai_1	310
==> routing by layer <==
metal	track usage, %	wire length [µm]
met5	0	0
met4	4.716	444
met3	5.311	1468
met2	40.40	9421
met1	43.32	11520
==> kinds of logic after synthesis <==
| kind of cell | after synthesis | share of synthesized area (%) |
|---|---|---|
| latches | 64 | 11.50 |
| flip-flops | 66 | 15.82 |
| buffers and inverters | 116 | 5.392 |
| XOR/XNOR | 53 | 5.557 |
| multiplexers | 7 | 0.9137 |
| AND/OR/NAND/NOR | 337 | 18.78 |
| AND-OR/OR-AND | 286 | 22.68 |
| adder cells (fa/ha/maj) | 128 | 19.35 |
==> how the worst min path moves through the flow <==
stage / start / endpoint / slack, ps / depth (start not counted)
after CTS: res[30] / res[30] / 450 / 2
final: res[5] / res[5] / 450 / 2
after global routing: res[27] / res[27] / 470 / 2
Power is estimated from default activity; no workload was simulated.
