### ./design.v
`timescale 1ns/100ps
module LOGIC(
    input                               clk,
    input                               rst,
    input       [31:0]                  op1,
    input       [31:0]                  op2,
    input                               start,
    input       [1:0]                   use_part,
    input       [1:0]                   op_mode1,
    input       [2:0]                   op_mode2,
    output      reg                             done,
    output      reg     [31:0]                  res
);
always @ (posedge clk) begin
    if(!rst) begin
        if(start) begin
            case (op_mode2)
            'b000: begin
                res <= (~op1 & op2) | (op1 & ~op2);
                done <= 'd1;
            end
            'b100: begin
                res <= op1 | op2;
                done <= 'd1;
            end
            'b010: begin
                res <= op1 & op2;
                done <= 'd1;
            end
            default: begin
                done <= done;
                res <= res;
            end
            endcase
        end
        else begin
            res <= res;
            done <= 'd0;
        end
    end
    else begin
        done <= 'd0;
        res <= 'd0;
    end
end
endmodule
### ./run.sh
#!/bin/bash
# OpenROAD 26Q1-2900-gdf79404cd8, Yosys 0.63+post, stock flow scripts
make -C /OpenROAD-flow-scripts/flow DESIGN_CONFIG=/design/flow/config.mk WORK_HOME=/design/flow/orfs finish
### ./config.mk
export PLATFORM = sky130hd
export DESIGN_NAME = LOGIC
export DESIGN_NICKNAME = LOGIC
export VERILOG_FILES = /design/flow/design.v
export SDC_FILE = /design/flow/constraint.sdc
export NUM_CORES = 4
export LEC_CHECK = 1
export CORE_UTILIZATION = 40
### ./constraint.sdc
current_design LOGIC

set clk_period 3.6
set clk_io_pct 0.2

create_clock -name clk0 -period $clk_period [get_ports {clk}]

set non_clock_inputs [all_inputs -no_clocks]
set_input_delay [expr $clk_period * $clk_io_pct] -clock clk0 $non_clock_inputs
set_output_delay [expr $clk_period * $clk_io_pct] -clock clk0 [all_outputs]
==> impl_metrics.json <==
{
  "fillers": 660,
  "dp.cells": 531,
  "clockBufferDepth": 2,
  "grt_antenna_before_repair": 0,
  "hpwl_um": 4732,
  "routedWlPerCell_um": 12.67,
  "yosysCellCount": 355,
  "setup_viol": 0,
  "hp-class": "register to register",
  "fin_tns_setup_ns": 0,
  "finalHoldViolations": 0,
  "rows": 30,
  "finalWirelength_um": 6818,
  "finalNonFillerCells": 538,
  "grt_pass1_vias": 2371,
  "synth_area_mm2": 0.002863,
  "cts.sinks": 33,
  "common_cells": "ha_1, inv_1, a21oi_1, dfxtp_1, nor2b_1",
  "cp_max_fo": 42,
  "die_y_um": 86.60,
  "clk_latency_ns": 0.28,
  "yosysChipArea_mm2": 0.002863,
  "ff_type": "dfxtp_1",
  "grt_pass1_wl_um": 11010,
  "gp_congestion": 0.7855,
  "viasPerCell": 4.918,
  "syn_area_per_cell_um2": 8.064,
  "yosysWarnings": 1,
  "ys_types": 17,
  "drt_iter0_drc": 97,
  "core_mm2": 0.006869,
  "die_w_um": 86.60,
  "cp-end-kind": "register",
  "ant_nets": 0,
  "crit_type": "input pin to register",
  "rsz0062_at_grt": "no",
  "hold_buffers": 0,
  "fin_crit_ns": 2.183,
  "overflow": 0,
  "status": "finished, final reports clean",
  "yosysTopAreaCell": "ha_1",
  "drv_slew": 0,
  "fp_util_pct": 41.68,
  "root_buffer": "clkbuf_8",
  "synth-edff-count": 0,
  "cts_buffers": 5,
  "yosysTopAreaCellShare_pct": 27.97,
  "drt_first_pass_iters": 4,
  "io_buffer_count": 102,
  "cts_max_level": 2,
  "cap_violations": 0,
  "whs_ns": 0.4960,
  "grt_use_total_pct": 18.66,
  "ir_drop_v": 0.00009902,
  "ys.flops": 33,
  "post_cts_resized": 0,
  "syn_to_final_growth_pct": 39.77,
  "ys_seq_share_pct": 23.08,
  "power-per-cell-area_mw_per_mm2": 254.4,
  "cp_data_required_time_ns": 3.79,
  "netlist_instances": 355,
  "timing.fmax_ghz": 0.4580,
  "synth-async-reset-ratio_pct": 0,
  "startpoint_type": "input pin",
  "leakagePower_nw": 1.845,
  "layout-drive-gt1-share_pct": 3.846,
  "cts.clk_slew.worst_paths_ns": 0.07,
  "grt_max_degree": 56,
  "log.warning_count": 61,
  "ios": 107,
  "tritoncts": "yes",
  "crit_arrival_ns": 2.37,
  "via_count": 2646,
  "drcViolationCount": 0,
  "post-route-period-util_pct": 60.65,
  "tightestPinTransition_ns": 0.6616,
  "finClkSkew_ns": 0,
  "topCellsByArea": "ha_1, dfxtp_1, a311oi_1",
  "cts_setup_buffers": 0,
  "die_area_mm2": 0.007500,
  "slew_headroom_pct": 55.74,
  "antenna_cells": 0
}
path summary, 6_finish.rpt:
kind	start	slack, ns	endpoint	cells after the start
max	start	1.42	res[18]	5
min	done	0.50	done	2
max reg2reg	res[18]	2.84	res[18]	2
min reg2reg	done	0.50	done	2
cell usage in the layout, fill, tap and decap left out:
cell and count:
a21oi_1 33, a311oi_1 32, buf_12 1, buf_2 2, buf_4 5, clkbuf_1 1, clkbuf_8 6, clkdlybuf4s50_1 100
dfxtp_1 33, ha_1 64, inv_1 64, nand2_1 32, nand2_2 1, nor2_1 1, nor2b_1 32, nor2b_4 1
nor3b_1 1, o22ai_1 32, xnor2_4 1
critical path: stages:
cell,delay [ns]
clkdlybuf4s50_1,0.49
nor2b_4,0.49
buf_12,0.28
a21oi_1,0.10
a311oi_1,0.28
sequential cells by signal, indices dropped and copies added, names as in the netlist:
name  count
done      1
res      32
routing by layer:
layer / part of all wire [%] / global-route usage [%] / wire length, um
met4: 0.62 / 1.212 / 42
met2: 47 / 32.11 / 3209
met1: 48 / 26.25 / 3257
met3: 4.5 / 2.899 / 309
met5: 0 / 0 / 0
stage by stage:
step | total power [W] | setup WS (ns) | utilization, % | cell area (um^2)
floorplan | 0.0005762 | 2.000 | - | 2863
global placement | 0.0007413 | 1.192 | 56.99 | 3915
detailed placement | 0.0007458 | 1.159 | 56.99 | 3915
CTS | 0.001036 | 1.438 | 58.25 | 4001
global route | 0.001087 | 1.329 | 58.25 | 4001
finish | 0.001018 | 1.417 | 58.25 | 4001
cell families after synthesis:
group | count (synthesis) | synth area share (%)
buf+inv | 92 | 13.81
fa+ha+maj | 64 | 27.97
flops | 33 | 23.08
compound gates | 97 | 22.55
xor+xnor | 1 | 0.5683
simple gates | 68 | 12.02
power breakdown:
part / switching (W) / internal (W)
clock: 0.000131 / 0.000152
combinational: 0.000145 / 0.000188
sequential: 0.0000123 / 0.000390
area by class of cell:
class                   instances  area, um^2  share of cell area, %
well taps                      96       120.1                  3.002
inverters                      64       240.2                  6.004
repair buffers                108        1069                  26.70
flip-flops and latches         33       660.6                  16.51
multi-input cells             230        1826                  45.62
clock buffers                   7       86.33                  2.158
Power figures rest on the tool's default switching activity, not on a simulated workload.
