==> flow/design.v <==
`timescale 1ns/100ps
module ROB (
    input                                       clk,
    input                                       rst,
    input       [167:0]             decode_info,
    input         [1:0]                           add_sub_rs,
    input         [1:0]                           shift_a_rs,
    input         [1:0]                           shift_rs,
    input         [1:0]                           fadd_fsub_rs,
    input         [1:0]                           cmp_u_rs,
    input         [1:0]                           cmp_rs,
    input         [1:0]                           mul_rs,
    input         [1:0]                           mul_u_rs,
    input         [1:0]                           div_rs,
    input         [1:0]                           div_u_rs,
    input         [1:0]                           fmul_rs,
    input         [1:0]                           fdiv_rs,
    input         [1:0]                           data_ram_rs,
    input         [1:0]                           branch_rs,
    input         [1:0]                           fcmp_rs,
    input         [1:0]                           logic_rs,
    input         [1:0]                           fsqrt_rs,
    input         [1:0]                           rem_rs,
    input         [1:0]                           rem_u_rs,
    output      reg                             if_stall
);
reg         [3:0]                           rob_cnter;
reg         [2:0]                           end_flag;
reg         [2:0]                           head_flag;
reg         [167:0]               rob             [8 - 1:0];
reg         [31:0]                          reg_as_dst;
reg         [31:0]                          reg_tmp_val     [31:0];
reg         [8 - 1:0]                iss_rs;
reg         [8 - 1:0]                data_rdy;
wire                                        rs_idle;
reg         [167:0]             dec_info2rs_check;
reg         [2:0]                           searching_pt4rs;
wire        [7:0]                           rs_reg_w;
reg                                         en_rs_check;
always @ (posedge clk or posedge rst) begin
    if(rst) begin
        if_stall <= 'd0;
        rob_cnter <= 'd0;
        head_flag <= 'd0;
    end
    else begin
        if(decode_info[157:143] != 'd0) begin
            if(rob_cnter <= 8 - 2) begin
                if_stall <= 'd0;
                rob_cnter <= rob_cnter + 'd1;
                head_flag <= head_flag + 'd1;
            end
            else begin
                if_stall <= 'd1;
                rob_cnter <= rob_cnter;
                head_flag <= head_flag;
            end
        end
        else begin
            if_stall <= if_stall;
            rob_cnter <= rob_cnter;
            head_flag <= head_flag;
        end
    end
end
always @ (posedge clk) begin
    if(!rst) begin
        if(decode_info[157:143] != 'd0) begin
            case (head_flag)
            'd0: begin
                rob[0] <= decode_info;
                rob[1] <= rob[1];
                rob[2] <= rob[2];
                rob[3] <= rob[3];
                rob[4] <= rob[4];
                rob[5] <= rob[5];
                rob[6] <= rob[6];
                rob[7] <= rob[7];
                rob[8] <= rob[8];
                rob[9] <= rob[9];
            end
            'd1: begin
                rob[1] <= decode_info;
                rob[0] <= rob[0];
                rob[2] <= rob[2];
                rob[3] <= rob[3];
                rob[4] <= rob[4];
                rob[5] <= rob[5];
                rob[6] <= rob[6];
                rob[7] <= rob[7];
                rob[8] <= rob[8];
                rob[9] <= rob[9];
            end
            'd2: begin
                rob[2] <= decode_info;
                rob[0] <= rob[0];
                rob[1] <= rob[1];
                rob[3] <= rob[3];
                rob[4] <= rob[4];
                rob[5] <= rob[5];
                rob[6] <= rob[6];
                rob[7] <= rob[7];
                rob[8] <= rob[8];
                rob[9] <= rob[9];
            end
            'd3: begin
                rob[3] <= decode_info;
                rob[0] <= rob[0];
                rob[1] <= rob[1];
                rob[2] <= rob[2];
                rob[4] <= rob[4];
                rob[5] <= rob[5];
                rob[6] <= rob[6];
                rob[7] <= rob[7];
                rob[8] <= rob[8];
                rob[9] <= rob[9];
            end
            'd4: begin
                rob[4] <= decode_info;
                rob[0] <= rob[0];
                rob[1] <= rob[1];
                rob[2] <= rob[2];
                rob[3] <= rob[3];
                rob[5] <= rob[5];
                rob[6] <= rob[6];
                rob[7] <= rob[7];
                rob[8] <= rob[8];
                rob[9] <= rob[9];
            end
            'd5: begin
                rob[5] <= decode_info;
                rob[0] <= rob[0];
                rob[1] <= rob[1];
                rob[2] <= rob[2];
                rob[3] <= rob[3];
                rob[4] <= rob[4];
                rob[6] <= rob[6];
                rob[7] <= rob[7];
                rob[8] <= rob[8];
                rob[9] <= rob[9];
            end
            'd6: begin
                rob[6] <= decode_info;
                rob[0] <= rob[0];
                rob[1] <= rob[1];
                rob[2] <= rob[2];
                rob[3] <= rob[3];
                rob[4] <= rob[4];
                rob[5] <= rob[5];
                rob[7] <= rob[7];
                rob[8] <= rob[8];
                rob[9] <= rob[9];
            end
            'd7: begin
                rob[7] <= decode_info;
                rob[0] <= rob[0];
                rob[1] <= rob[1];
                rob[2] <= rob[2];
                rob[3] <= rob[3];
                rob[4] <= rob[4];
                rob[5] <= rob[5];
                rob[6] <= rob[6];
                rob[8] <= rob[8];
                rob[9] <= rob[9];
            end
            'd8: begin
                rob[8] <= decode_info;
                rob[0] <= rob[0];
                rob[1] <= rob[1];
                rob[2] <= rob[2];
                rob[3] <= rob[3];
                rob[4] <= rob[4];
                rob[5] <= rob[5];
                rob[6] <= rob[6];
                rob[7] <= rob[7];
                rob[9] <= rob[9];
            end
            'd9: begin
                rob[9] <= decode_info;
                rob[0] <= rob[0];
                rob[1] <= rob[1];
                rob[2] <= rob[2];
                rob[3] <= rob[3];
                rob[4] <= rob[4];
                rob[5] <= rob[5];
                rob[6] <= rob[6];
                rob[7] <= rob[7];
                rob[8] <= rob[8];
            end
            default: begin
                rob[0] <= rob[0];
                rob[1] <= rob[1];
                rob[2] <= rob[2];
                rob[3] <= rob[3];
                rob[4] <= rob[4];
                rob[5] <= rob[5];
                rob[6] <= rob[6];
                rob[7] <= rob[7];
                rob[8] <= rob[8];
                rob[9] <= rob[9];
            end
            endcase
        end
        else begin
            rob[0] <= rob[0];
            rob[1] <= rob[1];
            rob[2] <= rob[2];
            rob[3] <= rob[3];
            rob[4] <= rob[4];
            rob[5] <= rob[5];
            rob[6] <= rob[6];
            rob[7] <= rob[7];
            rob[8] <= rob[8];
            rob[9] <= rob[9];
        end
    end
    else begin
        rob[0] <= 'd0;
        rob[1] <= 'd0;
        rob[2] <= 'd0;
        rob[3] <= 'd0;
        rob[4] <= 'd0;
        rob[5] <= 'd0;
        rob[6] <= 'd0;
        rob[7] <= 'd0;
        rob[8] <= 'd0;
        rob[9] <= 'd0;
    end
end
RS_CHECK rs_check(
    .decode_info            (dec_info2rs_check),
    .add_sub_rs             (add_sub_rs),
    .shift_a_rs             (shift_a_rs),
    .shift_rs               (shift_rs),
    .fadd_fsub_rs           (fadd_fsub_rs),
    .cmp_u_rs               (cmp_u_rs),
    .cmp_rs                 (cmp_rs),
    .mul_rs                 (mul_rs),
    .mul_u_rs               (mul_u_rs),
    .div_rs                 (div_rs),
    .div_u_rs               (div_u_rs),
    .fmul_rs                (fmul_rs),
    .fdiv_rs                (fdiv_rs),
    .data_ram_rs            (data_ram_rs),
    .branch_rs              (branch_rs),
    .fcmp_rs                (fcmp_rs),
    .logic_rs               (logic_rs),
    .fsqrt_rs               (fsqrt_rs),
    .rem_rs                 (rem_rs),
    .rem_u_rs               (rem_u_rs),
    .rs_idle                (rs_idle),
    .en_rs_check            (en_rs_check)
);
RS_CHECK_REG rs_check_reg(
    .inst_post              (searching_pt4rs),
    .rs_idle                (rs_idle),
    .rst                    (rst),
    .rs_reg                 (rs_reg),
    .en_rs_check            (en_rs_check)
);
always @ (*) begin
    if(!rst) begin
        searching_pt4rs = head_flag - 'd1;
        if(decode_info[157:143] != 'd0) begin
            dec_info2rs_check = decode_info;
            en_rs_check = ~en_rs_check;
            searching_pt4rs = searching_pt4rs - 'd1;
        end
        else begin 
            searching_pt4rs = head_flag - 'd1;
        end
    end
    else begin
        en_rs_check = 'd0;
    end
end
endmodule
`timescale 1ns/100ps
module RS_CHECK(
    input         [167:0]             decode_info,
    input         [1:0]                           add_sub_rs,
    input         [1:0]                           shift_a_rs,
    input         [1:0]                           shift_rs,
    input         [1:0]                           fadd_fsub_rs,
    input         [1:0]                           cmp_u_rs,
    input         [1:0]                           cmp_rs,
    input         [1:0]                           mul_rs,
    input         [1:0]                           mul_u_rs,
    input         [1:0]                           div_rs,
    input         [1:0]                           div_u_rs,
    input         [1:0]                           fmul_rs,
    input         [1:0]                           fdiv_rs,
    input         [1:0]                           data_ram_rs,
    input         [1:0]                           branch_rs,
    input         [1:0]                           fcmp_rs,
    input         [1:0]                           logic_rs,
    input         [1:0]                           fsqrt_rs,
    input         [1:0]                           rem_rs,
    input         [1:0]                           rem_u_rs,
    input                                         en_rs_check,
    output        reg                             rs_idle
);
always @ (en_rs_check) begin
    rs_idle = 'd0;
    if(decode_info[143] == 'd1) begin
        if(data_ram_rs != 'd0) begin
            rs_idle = 'd1;
        end
        else begin
            rs_idle = 'd0;
        end
    end
    else if (decode_info[143+1] == 'd1) begin
        if(branch_rs != 'd0) begin
            rs_idle = 'd1;
        end
        else begin
            rs_idle = 'd0;
        end
    end
    else if (decode_info[143+2] == 'd1) begin
        if(decode_info[162] == 'd1) begin
            if(shift_a_rs != 'd0) begin
                rs_idle = 'd1;
            end
            else begin
                rs_idle = 'd0;
            end
        end
        else begin
            if(shift_rs != 'd0) begin
                rs_idle = 'd1;
            end
            else begin
                rs_idle = 'd0;
            end
        end
    end
    else if (decode_info[143+3] == 'd1) begin
        if(logic_rs != 'd0) begin
            rs_idle = 'd1;
        end
        else begin
            rs_idle = 'd0;
        end
    end
    else if (decode_info[143+4] == 'd1) begin
        if(decode_info[163] == 'd1) begin
            if(cmp_u_rs != 'd0) begin
                rs_idle = 'd1;
            end
            else begin
                rs_idle = 'd0;
            end
        end
        else begin
            if(cmp_rs != 'd0) begin
                rs_idle = 'd1;
            end
            else begin
                rs_idle = 'd0;
            end
        end
    end
    else if (decode_info[143+5] == 'd1) begin
        if(add_sub_rs != 'd0) begin
            rs_idle = 'd1;
        end
        else begin
            rs_idle = 'd0;
        end
    end
    else if (decode_info[143+6] == 'd1) begin
        if(decode_info[164] == 'd1) begin
            if(mul_u_rs != 'd0) begin
                rs_idle = 'd1;
            end
            else begin
                rs_idle = 'd0;
            end
        end
        else begin
            if(mul_rs != 'd0) begin
                rs_idle = 'd1;
            end
            else begin
                rs_idle = 'd0;
            end
        end
    end
    else if (decode_info[143+7] == 'd1) begin
        if(decode_info[164] == 'd1) begin
            if(div_u_rs != 'd0) begin
                rs_idle = 'd1;
            end
            else begin
                rs_idle = 'd0;
            end
        end
        else begin
            if(div_rs != 'd0) begin
                rs_idle = 'd1;
            end
            else begin
                rs_idle = 'd0;
            end
        end
    end
    else begin
        rs_idle = 'd0;
    end
end
endmodule
`timescale 1ns/100ps
module RS_CHECK_REG (
    input           [2:0]                       inst_post,
    input                                       rs_idle,
    input                                       rst,
    input                                       en_rs_check,
    output  reg     [7:0]                       rs_reg
);
always @ (en_rs_check) begin
    if(!rst) begin
        if(rs_idle) begin
            case(inst_post) 
            'd0: begin
                rs_reg[0] = 'd1;
            end
            'd1: begin
                rs_reg[1] = 'd1;
            end
            'd2: begin
                rs_reg[2] = 'd1;
            end
            'd3: begin
                rs_reg[3] = 'd1;
            end
            'd4: begin
                rs_reg[4] = 'd1;
            end
            'd5: begin
                rs_reg[5] = 'd1;
            end
            'd6: begin
                rs_reg[6] = 'd1;
            end
            'd7: begin
                rs_reg[7] = 'd1;
            end
            default: begin
                rs_reg = rs_reg;
            end
            endcase
        end
    end
    else begin
        rs_reg = 'd0;
    end
end
endmodule
==> flow/run.sh <==
#!/bin/bash
# OpenROAD 26Q1-2900-gdf79404cd8, Yosys 0.63+post, stock flow scripts
make -C /OpenROAD-flow-scripts/flow DESIGN_CONFIG=/design/flow/config.mk WORK_HOME=/design/flow/orfs finish
==> flow/config.mk <==
export PLATFORM = sky130hd
export DESIGN_NAME = ROB
export DESIGN_NICKNAME = ROB
export VERILOG_FILES = /design/flow/design.v
export SDC_FILE = /design/flow/constraint.sdc
export NUM_CORES = 4
export LEC_CHECK = 1
export CORE_AREA = 10 10 89 89
export DIE_AREA = 0 0 99 99
==> flow/constraint.sdc <==
current_design ROB

set clk_period 2.6
set clk_io_pct 0.2

create_clock -name clk0 -period $clk_period [get_ports {clk}]

set non_clock_inputs [all_inputs -no_clocks]
set_input_delay [expr $clk_period * $clk_io_pct] -clock clk0 $non_clock_inputs
set_output_delay [expr $clk_period * $clk_io_pct] -clock clk0 [all_outputs]
==> notes.md <==
Summary of implementation figures.

Worst setup path
The required time at the endpoint of the critical path is ~2.7 ns. The critical path is of the in2reg type. The family of cells with the greatest summed delay on the critical path is simple AND/OR/NAND/NOR gates.

Per the timing report, the most critical flop-to-flop path originates at rob_cnter[0]. The endpoint class of the critical path is a flop. The critical path endpoint is rob_cnter[1].

The critical path goes through clkdlybuf4s50_1 -> nor4_2 -> nand4_1 -> nand2_2 -> mux2i_1. The setup slack of the most critical reg-to-reg path is around 1.3 ns. The worst reg2reg path endpoint is rob_cnter[0]. The total buffers and inverters traversed by the critical path is 1. The critical path maximum fanout is 4. The stage delay of the slowest cell on the critical path is 0.41 ns. The report puts the cell count of the worst reg-to-reg path at 6. The count of cell instances traversed by the critical path is 5.

STA classifies the critical path startpoint as a primary input. The arrival time at the worst endpoint is approximately 1.8 ns. The critical path launch point is decode_info[145]. The highest-delay cell along the critical path is sky130_fd_sc_hd__clkdlybuf4s50_1.

Final timing
For this run, the final setup violation count is recorded as 0. Between clock sinks in the finished design, the worst skew comes to roughly 0.0010 ns. Setup repair after global routing left no endpoint under its margin. The number of hold violations in the final report is 0. Across all hold checks on the routed design, the worst slack comes to ~0.47 ns. The shortest clock period the worst path allows after layout is 1.70 ns. Counting pins that exceed their max-slew limit in the final report gives 0. The post-route setup TNS is 0 ns.

Per the slew report, the remaining headroom to the max-slew limit stands at 0.838. The pin closest to its max-slew limit shows a slew of 0.242 ns. The flow reports an fmax of 588 MHz.

The share of the clock period used by the worst path after layout is 0.654.

CTS
The clock-pin slew reported for the worst setup and hold paths after clock tree synthesis is 0.03 ns. The clock passes through at most 2 buffers. For this design, the sink count on the clock tree is 5.

The report lists the number of cells resized after CTS as 0. The root buffer selected by CTS is sky130_fd_sc_hd__clkbuf_8. As reported, the later end of the worst-skew pair has a clock insertion delay of about 0.22 ns. Buffers added to address setup during post-CTS repair amount to 0. The TritonCTS clock tree is done. The hold buffer count at CTS is 0. The CTS buffer count is 3. In this run the number of H-tree levels came out at 1.

Die
The die width is about 99 um. The core region is 5990 um2. During I/O placement, the number of pins put on the boundary was ~210. Row generation in the floorplan step produced 28 rows.

Measured along the y axis, the die boundary spans 99 um. The floorplan-stage core utilization is 0.0466. The die footprint is 9800 um2.

Power and ir drop
The design draws 0.434 mW. The worst-case IR drop observed on VDD is 0.317 mV. The report lists the power per cell area as 737 nW/um2. The script extracted a total leakage power of approximately 0.20 nW.

Synthesis
Per Yosys stat, the portion of area used by sequential elements is 0.448. A synthesized cell averages around 11 um2. The synthesis-stage register bit count is 5. The count of distinct cell types in the synthesized netlist is 13. The cell accounting for the most synthesized area is sky130_fd_sc_hd__dfrtp_1. The yosys cell count is 25. The area of the mapped netlist is 279 um2. By area the synthesized netlist is led by sky130_fd_sc_hd__dfrtp_1 (45%), sky130_fd_sc_hd__nor4_2 (13%), sky130_fd_sc_hd__ha_1 (9.0%). The count of yosys warnings during synthesis is 6. Synthesis handed over a netlist of 25 instances. The share of synthesized area in the top cell type comes to 0.448.

For this run, the chip area from Yosys synthesis comes to ~280 um2.

GRT
Summed over all layers, the global routing overflow is 0. The first global-routing pass estimated 1410 um of wire. Entering global routing, the biggest net connects 6 pins. The number of antenna violations at the first check in global routing is 0. The via count of the first global-routing pass was 262. The combined global-route utilization of all metal layers is 0.0181.

Cells and area
The final cell count without fillers is 121. Of the cells placed in the final design, the portion with a size suffix greater than 1 is 0.152. The synthesis-to-finish area growth is 111%. The count of fill cells added during filler insertion is 672. Summing all non-filler instances in the final layout gives an area of 588 um2.

Leaving out fill and tap cells, the most frequent cells in the layout are sky130_fd_sc_hd__clkdlybuf4s50_1 (17), sky130_fd_sc_hd__dfrtp_1 (5), sky130_fd_sc_hd__inv_1 (4), sky130_fd_sc_hd__nor4_2 (3), sky130_fd_sc_hd__clkbuf_8 (3). Leaving out fill and tap cells, the most frequent cell in the layout is sky130_fd_sc_hd__clkdlybuf4s50_1.

Routing
The via density per instance is roughly 2.2. The per-cell routed wire length is 7.09 um. The detailed-route via count is 263. The first routing iteration left 3 violations. The count of nets left with antenna violations once routing finished came out at 0. The remaining routing DRC violations is 0. According to the report, the first pass of detailed routing completed in 2 iterations. The routed design has approximately 860 um of wire. The number of antenna diodes in the final layout is 0.

Placed design
After its last routability iteration, the placer logged a weighted congestion of 0.645. The number of buffer cells added on primary ports is 17. The cell area reported after detailed placement is 543 um2. The number of cells after detailed placement is 117.

Outcome
The flow ran to the end, and the final reports show no timing, DRC or antenna violations.

Run
The number of warnings in the stage logs is 217. The report counts max-capacitance violations totalling 0.

Hold path
Note that the worst hold path type here is reg2reg.
routing by layer:
layer	up-vias	GRT usage	wire length, um	part of all wire
li1	133	-	-	-
met1	110	0.0258	458	0.53
met2	20	0.0190	238	0.28
met3	0	0.0162	160	0.19
met4	0	0.00221	0	0
met5	-	0	0	0
worst min path at each step:
| stage | from | to | slack, ns | depth (start not counted) |
|---|---|---|---|---|
| after global routing | rob_cnter[3] | rob_cnter[3] | 0.51 | 1 |
| after CTS | rob_cnter[3] | rob_cnter[3] | 0.48 | 1 |
| final | rob_cnter[3] | rob_cnter[3] | 0.47 | 1 |
synthesized netlist by cell type:
cell type / instances
sky130_fd_sc_hd__nand4_1: 1
sky130_fd_sc_hd__xnor2_1: 2
sky130_fd_sc_hd__nand2_2: 1
sky130_fd_sc_hd__nor4_2: 3
sky130_fd_sc_hd__o21bai_1: 1
sky130_fd_sc_hd__a31oi_1: 1
sky130_fd_sc_hd__mux2i_1: 1
sky130_fd_sc_hd__o21a_1: 1
sky130_fd_sc_hd__ha_1: 2
sky130_fd_sc_hd__dfrtp_1: 5
sky130_fd_sc_hd__inv_1: 4
sky130_fd_sc_hd__nor3_1: 1
sky130_fd_sc_hd__nand3_1: 2
power by group:
part | leakage [nW] | total [mW] | switching (mW) | internal, mW
registers | 0.0542 | 0.153 | 0.0348 | 0.118
clock network | 0.0228 | 0.143 | 0.0381 | 0.105
logic | 0.127 | 0.137 | 0.0530 | 0.0844
total | 0.204 | 0.434 | 0.126 | 0.308
cells by family (layout without fill, tap and decap cells):
group                    Yosys count  count (layout)  share of synthesized area
AND-OR/OR-AND                      3               3                     0.0763
buffers and inverters              4              25                     0.0538
XOR/XNOR                           2               2                     0.0628
flip-flops                         5               5                      0.448
adder cells (fa/ha/maj)            2               2                     0.0897
multiplexers                       1               1                     0.0359
AND/OR/NAND/NOR                    8               8                      0.233
cell type report:
class | instances | area, um2 | area share
Sequential cell | 5 | 125 | 0.213
Clock buffer | 4 | 45.0 | 0.0766
Tap cell | 75 | 93.8 | 0.160
Timing Repair Buffer | 17 | 170 | 0.289
Inverter | 4 | 15.0 | 0.0255
Multi-Input combinational cell | 16 | 139 | 0.236
registers in the layout, indices dropped and copies added (netlist names):
signal	count
rob_cnter	4
if_stall	1
metrics by stage:
stage / util / worst slack, ns
finish: 0.0982 / 0.900
global route: 0.0982 / 0.718
CTS: 0.0982 / 0.870
detailed placement: 0.0906 / 0.633
global placement: 0.0906 / 0.660
floorplan: - / 1.30
Power figures rest on the tool's default switching activity, not on a simulated workload.
